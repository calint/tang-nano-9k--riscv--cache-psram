File: flow/config.mk
export PLATFORM = sky130hd
export DESIGN_NAME = core
export DESIGN_NICKNAME = core
export VERILOG_FILES = /design/flow/design.v
export SDC_FILE = /design/flow/constraint.sdc
export NUM_CORES = 4
export LEC_CHECK = 1
export CORE_UTILIZATION = 50
File: flow/constraint.sdc
current_design core

set clk_period 21.6
set clk_io_pct 0.2

create_clock -name clk0 -period $clk_period [get_ports {clk}]

set non_clock_inputs [all_inputs -no_clocks]
set_input_delay [expr $clk_period * $clk_io_pct] -clock clk0 $non_clock_inputs
set_output_delay [expr $clk_period * $clk_io_pct] -clock clk0 [all_outputs]
File: flow/design.v
package configuration;
  parameter int unsigned CLOCK_FREQUENCY_HZ = 27000000;
  parameter int unsigned CPU_FREQUENCY_HZ = 30000000;
  parameter int unsigned RAM_ADDRESS_BITWIDTH = 21;
  parameter int unsigned RAM_ADDRESSING_MODE = 2;
  parameter int unsigned CACHE_COLUMN_INDEX_BITWIDTH = 3;
  parameter int unsigned CACHE_LINE_INDEX_BITWIDTH = 7;
  parameter int unsigned UART_BAUD_RATE = 115200;
  parameter int unsigned FLASH_TRANSFER_FROM_ADDRESS = 32'h00000000;
  parameter int unsigned FLASH_TRANSFER_BYTE_COUNT = 32'h00200000;
  parameter int unsigned STARTUP_WAIT_CYCLES = 1000000;
endpackage
parameter Memory_Clock = 60;
parameter PSRAM_WIDTH = 8;
parameter DQ_WIDTH = 16;
parameter ADDR_WIDTH = 21;
parameter Burst_Length  = "16_Bytes";
parameter burst_num = 4;
parameter Fixed_Latency_Enable = "Fixed";
parameter Initial_Latency = 6;
parameter Drive_Strength = 50;
parameter Deep_Power_Down = "OFF";
parameter Hybrid_Sleep_Mode = "OFF";
parameter Refresh_Rate = "normal";
parameter PASR = "full";
parameter shift_delay = 0;
`timescale 1ns / 1ps
`default_nettype none
module core #(
    parameter int unsigned StartupWaitCycles = 10,
    parameter int unsigned FlashTransferFromAddress = 0,
    parameter int unsigned FlashTransferByteCount = 32'h0010_0000
) (
    input wire rst_n,
    input wire clk,
    output logic led,
    output logic ramio_enable,
    output logic [2:0] ramio_read_type,
    output logic [1:0] ramio_write_type,
    output logic [31:0] ramio_address,
    output logic [31:0] ramio_data_in,
    input wire [31:0] ramio_data_out,
    input wire ramio_data_out_ready,
    input wire ramio_busy,
    output logic flash_clk,
    input  wire  flash_miso,
    output logic flash_mosi,
    output logic flash_cs_n
);
  logic [23:0] flash_data_to_send;
  logic [4:0] flash_num_bits_to_send;
  logic [31:0] flash_counter;
  logic [7:0] flash_current_byte_out;
  logic [7:0] flash_current_byte_num;
  logic [7:0] flash_data_out[4];
  logic [31:0] ramio_address_next;
  typedef enum {
    BootInit,
    BootLoadCommandToSend,
    BootSend,
    BootLoadAddressToSend,
    BootReadData,
    BootStartWrite,
    BootWrite,
    CpuFetch,
    CpuExecute,
    CpuStore,
    CpuLoad
  } state_e;
  state_e state;
  state_e return_state;
  logic [31:0] pc;   
  logic [31:0] ir;   
  wire [4:0] rs1 = ir[19:15];   
  wire [4:0] rs2 = ir[24:20];   
  wire [4:0] rd = ir[11:7];   
  wire [4:0] opcode = ir[6:2];   
  wire [2:0] funct3 = ir[14:12];
  wire [31:0] U_imm20 = {ir[31:12], {12{1'b0}}};
  wire signed [31:0] I_imm12 = {{21{ir[31]}}, ir[30:20]};
  wire signed [31:0] S_imm12 = {{21{ir[31]}}, ir[30:25], ir[11:7]};
  wire signed [31:0] B_imm12 = {{20{ir[31]}}, ir[7], ir[30:25], ir[11:8], 1'b0};
  wire signed [31:0] J_imm20 = {{12{ir[31]}}, ir[19:12], ir[20], ir[30:21], 1'b0};
  logic signed [31:0] rs1_data_out;
  logic signed [31:0] rs2_data_out;
  logic [31:0] rd_data_in;
  logic rd_write_enable;
  always_ff @(posedge clk) begin
    if (!rst_n) begin
      ramio_enable <= 0;
      ramio_read_type <= 0;
      ramio_write_type <= 0;
      ramio_address <= 0;
      ramio_address_next <= 0;
      ramio_data_in <= 0;
      flash_counter <= 0;
      flash_clk <= 0;
      flash_mosi <= 0;
      flash_cs_n <= 1;
      pc <= 0;
      led <= 1;
      state <= BootInit;
    end else begin
      unique case (state)
        BootInit: begin
          flash_counter <= flash_counter + 1;
          if (flash_counter >= StartupWaitCycles) begin
            flash_counter <= 0;
            state <= BootLoadCommandToSend;
          end
        end
        BootLoadCommandToSend: begin
          flash_cs_n <= 0;   
          flash_data_to_send[23-:8] <= 3;   
          flash_num_bits_to_send <= 8;
          state <= BootSend;
          return_state <= BootLoadAddressToSend;
        end
        BootLoadAddressToSend: begin
          flash_data_to_send <= FlashTransferFromAddress;
          flash_num_bits_to_send <= 24;
          flash_current_byte_num <= 0;
          state <= BootSend;
          return_state <= BootReadData;
        end
        BootSend: begin
          if (flash_counter == 0) begin
            flash_counter <= 1;
            flash_clk <= 0;
            flash_mosi <= flash_data_to_send[23];
            flash_data_to_send <= {flash_data_to_send[22:0], 1'b0};
            flash_num_bits_to_send <= flash_num_bits_to_send - 1'b1;
          end else begin
            flash_counter <= 0;
            flash_clk <= 1;
            if (flash_num_bits_to_send == 0) begin
              state <= return_state;
            end
          end
        end
        BootReadData: begin
          flash_counter <= flash_counter + 1;
          if (!flash_counter[0]) begin
            flash_clk <= 0;
            if (flash_counter[3:0] == 0 && flash_counter > 0) begin
              flash_data_out[flash_current_byte_num] <= flash_current_byte_out;
              flash_current_byte_num <= flash_current_byte_num + 1'b1;
              if (flash_current_byte_num == 3) begin
                state <= BootStartWrite;
              end
            end
          end else begin
            flash_clk <= 1;
            flash_current_byte_out <= {flash_current_byte_out[6:0], flash_miso};
          end
        end
        BootStartWrite: begin
          if (!ramio_busy) begin
            ramio_enable <= 1;
            ramio_read_type <= 0;
            ramio_write_type <= 2'b11;
            ramio_address <= ramio_address_next;
            ramio_address_next <= ramio_address_next + 4;
            ramio_data_in <= {
              flash_data_out[3], flash_data_out[2], flash_data_out[1], flash_data_out[0]
            };
            state <= BootWrite;
          end
        end
        BootWrite: begin
          if (!ramio_busy) begin
            ramio_enable <= 0;
            flash_current_byte_num <= 0;
            if (ramio_address_next < FlashTransferByteCount) begin
              state <= BootReadData;
            end else begin
              flash_cs_n <= 1;   
              ramio_enable <= 1;
              ramio_read_type <= 3'b111;
              ramio_write_type <= 0;
              ramio_address <= 0;
              pc <= 0;
              state <= CpuFetch;
            end
          end
        end
        CpuFetch: begin
          rd_write_enable <= 0;
          if (ramio_data_out_ready) begin
            ir <= ramio_data_out;
            ramio_enable <= 0;
            state <= CpuExecute;
          end
        end
        CpuExecute: begin
          ramio_enable <= 1;
          ramio_read_type <= 3'b111;
          ramio_write_type <= 0;
          ramio_address <= pc + 4;
          pc <= pc + 4;
          state <= CpuFetch;
          unique case (opcode)
            5'b01101: begin   
              rd_data_in <= U_imm20;
              rd_write_enable <= 1;
            end
            5'b00100: begin   
              rd_write_enable <= 1;
              unique case (funct3)
                3'b000: begin   
                  rd_data_in <= rs1_data_out + I_imm12;
                end
                3'b010: begin   
                  rd_data_in <= rs1_data_out < I_imm12;
                end
                3'b011: begin   
                  rd_data_in <= unsigned'(rs1_data_out) < unsigned'(I_imm12);
                end
                3'b100: begin   
                  rd_data_in <= rs1_data_out ^ I_imm12;
                end
                3'b110: begin   
                  rd_data_in <= rs1_data_out | I_imm12;
                end
                3'b111: begin   
                  rd_data_in <= rs1_data_out & I_imm12;
                end
                3'b001: begin   
                  rd_data_in <= rs1_data_out << rs2;
                end
                3'b101: begin   
                  rd_data_in <= ir[30] ? rs1_data_out >>> rs2 : rs1_data_out >> rs2;
                end
                default: led <= 0;   
              endcase   
            end
            5'b01100: begin   
              rd_write_enable <= 1;
              unique case (funct3)
                3'b000: begin   
                  rd_data_in <= ir[30] ? rs1_data_out - rs2_data_out : rs1_data_out + rs2_data_out;
                end
                3'b001: begin   
                  rd_data_in <= rs1_data_out << rs2_data_out[4:0];
                end
                3'b010: begin   
                  rd_data_in <= rs1_data_out < rs2_data_out;
                end
                3'b011: begin   
                  rd_data_in <= unsigned'(rs1_data_out) < unsigned'(rs2_data_out);
                end
                3'b100: begin   
                  rd_data_in <= rs1_data_out ^ rs2_data_out;
                end
                3'b101: begin   
                  rd_data_in <= ir[30] ? rs1_data_out >>> rs2_data_out[4:0] : rs1_data_out >> rs2_data_out[4:0];
                end
                3'b110: begin   
                  rd_data_in <= rs1_data_out | rs2_data_out;
                end
                3'b111: begin   
                  rd_data_in <= rs1_data_out & rs2_data_out;
                end
                default: led <= 0;   
              endcase   
            end
            5'b01000: begin   
              ramio_read_type <= 0;
              ramio_address   <= rs1_data_out + S_imm12;
              ramio_data_in   <= rs2_data_out;
              unique case (funct3)
                3'b000: begin   
                  ramio_write_type <= 2'b01;   
                end
                3'b001: begin   
                  ramio_write_type <= 2'b10;   
                end
                3'b010: begin   
                  ramio_write_type <= 2'b11;   
                end
                default: led <= 0;   
              endcase   
              state <= CpuStore;
            end
            5'b00000: begin   
              ramio_write_type <= 0;
              ramio_address <= rs1_data_out + I_imm12;
              unique case (funct3)
                3'b000: begin   
                  ramio_read_type <= 3'b101;   
                end
                3'b001: begin   
                  ramio_read_type <= 3'b110;   
                end
                3'b010: begin   
                  ramio_read_type <= 3'b111;   
                end
                3'b100: begin   
                  ramio_read_type <= 3'b001;   
                end
                3'b101: begin   
                  ramio_read_type <= 3'b010;   
                end
                default: led <= 0;   
              endcase   
              state <= CpuLoad;
            end
            5'b00101: begin   
              rd_data_in <= pc + U_imm20;
              rd_write_enable <= 1;
            end
            5'b11011: begin   
              rd_data_in <= pc + 4;
              rd_write_enable <= 1;
              ramio_address <= pc + J_imm20;
              pc <= pc + J_imm20;
            end
            5'b11001: begin   
              rd_data_in <= pc + 4;
              rd_write_enable <= 1;
              ramio_address <= rs1_data_out + I_imm12;
              pc <= rs1_data_out + I_imm12;
            end
            5'b11000: begin   
              unique case (funct3)
                3'b000: begin   
                  if (rs1_data_out == rs2_data_out) begin
                    ramio_address <= pc + B_imm12;
                    pc <= pc + B_imm12;
                  end
                end
                3'b001: begin   
                  if (rs1_data_out != rs2_data_out) begin
                    ramio_address <= pc + B_imm12;
                    pc <= pc + B_imm12;
                  end
                end
                3'b100: begin   
                  if (rs1_data_out < rs2_data_out) begin
                    ramio_address <= pc + B_imm12;
                    pc <= pc + B_imm12;
                  end
                end
                3'b101: begin   
                  if (rs1_data_out >= rs2_data_out) begin
                    ramio_address <= pc + B_imm12;
                    pc <= pc + B_imm12;
                  end
                end
                3'b110: begin   
                  if (unsigned'(rs1_data_out) < unsigned'(rs2_data_out)) begin
                    ramio_address <= pc + B_imm12;
                    pc <= pc + B_imm12;
                  end
                end
                3'b111: begin   
                  if (unsigned'(rs1_data_out) >= unsigned'(rs2_data_out)) begin
                    ramio_address <= pc + B_imm12;
                    pc <= pc + B_imm12;
                  end
                end
                default: led <= 0;   
              endcase   
            end
            default: led <= 0;   
          endcase   
        end
        CpuStore: begin
          if (!ramio_busy) begin
            ramio_read_type <= 3'b111;
            ramio_write_type <= 0;
            ramio_address <= pc;
            state <= CpuFetch;
          end
        end
        CpuLoad: begin
          if (ramio_data_out_ready) begin
            rd_write_enable <= 1;
            rd_data_in <= ramio_data_out;
            ramio_read_type <= 3'b111;
            ramio_write_type <= 0;
            ramio_address <= pc;
            state <= CpuFetch;
          end
        end
        default: led <= 0;   
      endcase
    end
  end
  registers registers (
      .clk,
      .rs1,
      .rs1_data_out,
      .rs2,
      .rs2_data_out,
      .rd,
      .rd_write_enable,
      .rd_data_in
  );
endmodule
`default_nettype wire
`timescale 1ns / 1ps
`default_nettype none
module registers #(
    parameter int unsigned AddressBitwidth = 5,
    parameter int unsigned DataBitwidth = 32
) (
    input wire clk,
    input wire [AddressBitwidth-1:0] rs1,
    output logic [DataBitwidth-1:0] rs1_data_out,
    input wire [AddressBitwidth-1:0] rs2,
    output logic [DataBitwidth-1:0] rs2_data_out,
    input wire [AddressBitwidth-1:0] rd,
    input wire rd_write_enable,
    input wire [DataBitwidth-1:0] rd_data_in
);
  logic [DataBitwidth-1:0] data[2**AddressBitwidth];
  assign rs1_data_out = rs1 == 0 ? 0 : data[rs1];
  assign rs2_data_out = rs2 == 0 ? 0 : data[rs2];
  always_ff @(posedge clk) begin
    if (rd_write_enable) begin
      data[rd] <= rd_data_in;
    end
  end
endmodule
`default_nettype wire
File: flow/run.sh
#!/bin/bash
# OpenROAD 26Q1-2900-gdf79404cd8, Yosys 0.63+post, stock flow scripts
make -C /OpenROAD-flow-scripts/flow DESIGN_CONFIG=/design/flow/config.mk WORK_HOME=/design/flow/orfs finish
==> impl_metrics.tcl <==
# place-and-route summary
set metrics [dict create \
    status "finished clean" \
    drive_above_1_share 0.179 \
    startpoint_type "flop" \
    fin_area_sq_um 92500 \
    skew_ns 0.0802 \
    top_cells_by_area "edfxtp_1 (42%), mux4_2 (13%), mux2i_1 (5.8%)" \
    power_density_nw_per_um2 56.9 \
    synth-edff-count 1150 \
    cts_buffers 147 \
    relSlewSlack 0.0951 \
    end_kind "flop" \
    synth_top_cell_by_count "edfxtp_1" \
    drc_errors 0 \
    cap_violations 0 \
    place.gp.congestion 1.13 \
    dp_slack_ns 11.97 \
    reg2regPathDepth 24 \
    path_max_fanout 46 \
    cts_root_buf "clkbuf_16" \
    via_count 67233 \
    path_clk_slew_ns 0.06 \
    fmax_mhz 99.9 \
    globalRouteOverflowTotal 0 \
    io_buffers 110 \
    fp_util 0.503 \
    xor_share 0.0254 \
    setup_ws_ns 11.59 \
    yosysTopAreaCell "edfxtp_1" \
    vdd_drop_max_mv 0.0853 \
    dp_hpwl_mm 260 \
    clock_path_buffers 3 \
    setup_viol_count_final 0 \
    synth_cells 6977 \
    reg2reg_to "ramio_address[18]" \
    routed_wl_mm 378 \
    cts_setup_buffers 0 \
    num_rows 149 \
    yosys_warnings 2 \
    drv_slew 0 \
    crit_required_ns 22.31 \
    ioPinCount 111 \
    cts_tree "yes" \
    warnings 167 \
    synthArstFlopShare 0 \
    synth_stat.cells 6977 \
    place_area_sq_um 87700 \
    hold_depth 2 \
    holdCritStartpoint "led" \
    postCtsHoldBufs 0 \
    antenna_found_initial 26 \
    post-route-period-util 0.463 \
    htree_levels 4 \
    cts.sink_count 1332 \
    grt_pass1_wl_mm 524 \
    flop_cell "edfxtp_1" \
    ys_sh_mux 0.201 \
    finalSetupTns_ns 0 \
    tightest_slew_ns 1.36 \
    min_period_ns 10.01 \
    synth_area_sq_um 82900 \
    yosys-stat-area_sq_um 82900 \
    syn_avg_cell_area_sq_um 11.9 \
    hold_viol_final 0 \
    die_area_sq_um 167000 \
    yosysSeqAreaShare 0.461 \
    aoi_share 0.149 \
    vias_per_cell 7.14 \
    drtPass1Iterations 7 \
    cts-resized-gates 0 \
    critical_path_class "flop to flop" \
    syn_to_final_growth_pct 11.6 \
    grt_pass1_vias 67544 \
    p_leak_uw 0.0330 \
    yosysUniqueCellTypes 103 \
    ys_ff 1332 \
    die_w_um 409 \
    simple_gate_area_frac 0.0876 \
    grt_max_degree 116 \
    ys_top_cells_by_count "edfxtp_1 (1,150), mux4_2 (485), mux2i_1 (482)" \
    die_h_um 409 \
    rrSetupSlack_ns 11.59 \
    drt_iter0_markers 7108 \
    hold_end "led" \
    clkLatencyLatePin_ns 0.85 \
    finalPower_uw 5270 \
    arrival_ns 10.72 \
    rsz0062_at_grt "no" \
    netlist.area_leader.share 0.417 \
    adder_share 0.0417 \
    drtAntennaViolNets 0 \
    hp-class "flop to flop" \
    grt_usage 0.486 \
    core_area_sq_um 165000 \
    wl_per_cell_um 40.1 \
    ys_top_logic_family "multiplexers" \
]
-- metrics by stage --
| stage | util | cells | hold WS, ns |
|---|---|---|---|
| after floorplan | - | 6977 | 0.420 |
| after global placement | 0.532 | 9119 | 0.463 |
| after detailed placement | 0.532 | 9119 | 0.476 |
| after CTS | 0.561 | 9387 | 0.483 |
| after global routing | 0.561 | 9400 | 0.500 |
| final | 0.561 | 9417 | 0.481 |
-- metal layers --
metal	up-vias	routed length, um	GRT usage
met4	46	29500	0.281
met1	32939	125000	0.608
met3	1135	60000	0.295
met2	5392	162000	0.656
met5	-	1480	0.0865
li1	27721	-	-
-- state kept, by name (all words and copies together), names as in the netlist, 2 cells and up, named ones only --
signal,cells
ramio_address,32
ramio_data_in,32
ramio_read_type,3
flash_current_byte_num,8
flash_num_bits_to_send,5
rd_data_in,32
flash_data_out,32
pc,32
state,4
flash_data_to_send,8
flash_current_byte_out,8
flash_counter,32
registers.data,1024
ir,30
ramio_address_next,30
return_state,2
ramio_write_type,2
-- power by group --
group / internal (uW) / switching (uW)
Sequential: 2760 / 3.74
Combinational: 13.5 / 23.4
Clock: 1370 / 1100
-- cells by family after synthesis --
kind of cell	after synthesis
compound gates	1840
buf+inv	695
flops	1332
mux	1050
fa+ha+maj	272
simple gates	1548
xor+xnor	240
-- cell usage in the layout (no fill, tap or decap), types with 92 or more instances in the layout --
| cell | netlist | final |
|---|---|---|
| nor3_1 | 97 | 92 |
| clkbuf_16 | 0 | 148 |
| o21ai_0 | 386 | 381 |
| dfxtp_1 | 182 | 173 |
| nor2_1 | 471 | 430 |
| ha_1 | 265 | 265 |
| mux4_2 | 485 | 485 |
| o211ai_1 | 116 | 116 |
| a21oi_1 | 423 | 423 |
| a22oi_1 | 142 | 142 |
| nand3_1 | 142 | 142 |
| buf_4 | 18 | 355 |
| clkdlybuf4s50_1 | 0 | 109 |
| mux2i_1 | 482 | 482 |
| xnor2_1 | 155 | 155 |
| inv_1 | 158 | 158 |
| nand2_1 | 437 | 436 |
| edfxtp_1 | 1150 | 1150 |
-- critical path, cell delays in order, from the launching register on --
cell	delay [ns]
dfxtp_4	0.45
buf_4	0.64
buf_4	0.72
buf_4	0.71
buf_4	0.67
buf_4	0.64
mux4_2	0.41
mux2i_1	0.14
nor2_1	0.06
nor3_1	0.59
buf_4	0.26
nor2_1	0.11
ha_1	0.54
and3_1	0.26
nand3_1	0.12
or4_1	0.58
a21o_1	0.24
nand3_1	0.29
mux2i_1	0.30
nand3_1	0.44
nor2_2	0.38
buf_4	0.39
mux2_2	0.39
a2bb2oi_1	0.13
a221oi_1	0.26
-- worst max path at each step --
stage	depth (start not counted)	from	slack, ns	end
after CTS	24	flop	11.88	ramio_address[18]
after global routing	22	flop	11.22	ramio_address[25]
final	24	flop	11.59	ramio_address[18]
-- final cells by class --
| type | instances | area [sq um] |
|---|---|---|
| repair buffers | 468 | 3840 |
| clock inverters | 77 | 800 |
| multi-input cells | 4950 | 42300 |
| inverters | 181 | 679 |
| diodes | 29 | 72.6 |
| fillers | 13438 | 72300 |
| well taps | 2189 | 2740 |
| clock buffers | 191 | 3920 |
| flip-flops and latches | 1332 | 38200 |
Power and IR drop assume default switching activity.
