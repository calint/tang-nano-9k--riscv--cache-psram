**flow/constraint.sdc**
```tcl
current_design sdcard

set clk_period 108.8
set clk_io_pct 0.2

create_clock -name clk0 -period $clk_period [get_ports {clk}]

set non_clock_inputs [all_inputs -no_clocks]
set_input_delay [expr $clk_period * $clk_io_pct] -clock clk0 $non_clock_inputs
set_output_delay [expr $clk_period * $clk_io_pct] -clock clk0 [all_outputs]
```
**flow/run.sh**
```bash
#!/bin/bash
# OpenROAD 26Q1-2900-gdf79404cd8, Yosys 0.63+post, stock flow scripts
make -C /OpenROAD-flow-scripts/flow DESIGN_CONFIG=/design/flow/config.mk WORK_HOME=/design/flow/orfs finish
```
**flow/design.v**
```verilog
package configuration;
  parameter int unsigned CLOCK_FREQUENCY_HZ = 27000000;
  parameter int unsigned CPU_FREQUENCY_HZ = 30000000;
  parameter int unsigned RAM_ADDRESS_BITWIDTH = 21;
  parameter int unsigned RAM_ADDRESSING_MODE = 2;
  parameter int unsigned CACHE_COLUMN_INDEX_BITWIDTH = 3;
  parameter int unsigned CACHE_LINE_INDEX_BITWIDTH = 7;
  parameter int unsigned UART_BAUD_RATE = 115200;
  parameter int unsigned FLASH_TRANSFER_FROM_ADDRESS = 32'h00000000;
  parameter int unsigned FLASH_TRANSFER_BYTE_COUNT = 32'h00200000;
  parameter int unsigned STARTUP_WAIT_CYCLES = 1000000;
endpackage
parameter Memory_Clock = 60;
parameter PSRAM_WIDTH = 8;
parameter DQ_WIDTH = 16;
parameter ADDR_WIDTH = 21;
parameter Burst_Length  = "16_Bytes";
parameter burst_num = 4;
parameter Fixed_Latency_Enable = "Fixed";
parameter Initial_Latency = 6;
parameter Drive_Strength = 50;
parameter Deep_Power_Down = "OFF";
parameter Hybrid_Sleep_Mode = "OFF";
parameter Refresh_Rate = "normal";
parameter PASR = "full";
parameter shift_delay = 0;
`timescale 1ns / 1ps
module sd_controller(
    output reg cs,  
    output mosi,  
    input miso,  
    output sclk,  
    input rd,    
    output reg [7:0] dout,  
    output reg byte_available,  
    input wr,    
    input [7:0] din,  
    output reg ready_for_next_byte,  
    input reset,  
    output ready,  
    input [31:0] address,    
    input clk,   
    input clk_pulse_slow,  
    output [4:0] status,  
    output reg [7:0] recv_data
);
    parameter RST = 0;
    parameter INIT = 1;
    parameter CMD0 = 2;
    parameter CMD8 = 20;
    parameter CMD55 = 3;
    parameter CMD41 = 4;
    parameter POLL_CMD = 5;
    parameter IDLE = 6;
    parameter READ_BLOCK = 7;
    parameter READ_BLOCK_WAIT = 8;
    parameter READ_BLOCK_DATA = 9;
    parameter READ_BLOCK_CRC = 10;
    parameter SEND_CMD = 11;
    parameter RECEIVE_BYTE_WAIT = 12;
    parameter RECEIVE_BYTE = 13;
    parameter WRITE_BLOCK_CMD = 14;
    parameter WRITE_BLOCK_INIT = 15;
    parameter WRITE_BLOCK_DATA = 16;
    parameter WRITE_BLOCK_BYTE = 17;
    parameter WRITE_BLOCK_WAIT = 18;
    parameter WRITE_DATA_SIZE = 515;
    (*mark_debug = "true"*) reg [4:0] state = RST;
    assign status = state;
    reg [4:0] return_state;
    reg sclk_sig = 0;
    reg [55:0] cmd_out = {56{1'b1}};
    reg cmd_mode = 1;
    reg [7:0] data_sig = 8'hFF;
    reg [2:0] response_type = 3'b1;
    reg [9:0] byte_counter;
    reg [9:0] bit_counter;
    reg [26:0] boot_counter = 27'd050_000;
    reg [7:0] reset_counter = 0;
    always @(posedge clk) begin
        if(reset == 1) begin
            state <= RST;
            sclk_sig <= 0;
            boot_counter <= 27'd005_000;
            cmd_mode <= 1;
            cs <= 1;
            cmd_out <= {56{1'b1}};
            data_sig <= 8'hFF;
            if (clk_pulse_slow) begin
                reset_counter <= reset_counter + 1;
                if (reset_counter[2]) sclk_sig <= ~sclk_sig;
            end
        end
        else begin
            if (clk_pulse_slow) begin
            case(state)
                RST: begin
                    if(boot_counter == 0) begin
                        sclk_sig <= 0;
                        cmd_out <= {56{1'b1}};
                        byte_counter <= 0;
                        byte_available <= 0;
                        ready_for_next_byte <= 0;
                        cmd_mode <= 1;
                        bit_counter <= 160;
                        cs <= 1;
                        state <= INIT;
                    end
                    else begin
                        boot_counter <= boot_counter - 1;
                        if (boot_counter[2]) sclk_sig <= ~sclk_sig;
                    end
                end
                INIT: begin
                    if(bit_counter == 0) begin
                        cs <= 0;
                        state <= CMD0;
                    end
                    else begin
                        bit_counter <= bit_counter - 1;
                        sclk_sig <= ~sclk_sig;
                    end
                end
                CMD0: begin
                    cmd_out <= 56'hFF_40_00_00_00_00_95;
                    bit_counter <= 55;
                    response_type <= 3'b1;
                    return_state <= CMD8;
                    state <= SEND_CMD;
                end
                CMD8: begin
                    cmd_out <= 56'hFF_48_00_00_01_AA_87;
                    bit_counter <= 55;
                    response_type <= 3'b111;
                    return_state <= CMD55;
                    state <= SEND_CMD;
                end
                CMD55: begin
                    cmd_out <= 56'hFF_77_00_00_00_00_01;
                    bit_counter <= 55;
                    response_type <= 3'b1;
                    return_state <= CMD41;
                    state <= SEND_CMD;
                end
                CMD41: begin
                    cmd_out <= 56'hFF_69_40_00_00_00_01;
                    bit_counter <= 55;
                    response_type <= 3'b1;
                    return_state <= POLL_CMD;
                    state <= SEND_CMD;
                end
                POLL_CMD: begin
                    if(recv_data[0] == 0) begin
                        state <= IDLE;  
                    end
                    else begin
                        state <= CMD55;  
                    end
                end
                IDLE: begin
                    if(rd == 1) begin
                        state <= READ_BLOCK;
                    end
                    else if(wr == 1) begin
                        state <= WRITE_BLOCK_CMD;
                    end
                    else begin
                        state <= IDLE;
                    end
                end
                READ_BLOCK: begin
                    cmd_out <= {16'hFF_51, address, 8'hFF};
                    bit_counter <= 55;
                    response_type <= 3'b1;
                    return_state <= READ_BLOCK_WAIT;
                    state <= SEND_CMD;
                end
                READ_BLOCK_WAIT: begin
                    if(sclk_sig == 1 && miso == 0) begin
                        byte_counter <= 511;
                        bit_counter <= 7;
                        return_state <= READ_BLOCK_DATA;
                        state <= RECEIVE_BYTE;
                    end
                    sclk_sig <= ~sclk_sig;
                end
                READ_BLOCK_DATA: begin
                    dout <= recv_data;
                    byte_available <= 1;
                    if (byte_counter == 0) begin
                        bit_counter <= 7;
                        return_state <= READ_BLOCK_CRC;
                        state <= RECEIVE_BYTE;
                    end
                    else begin
                        byte_counter <= byte_counter - 1;
                        return_state <= READ_BLOCK_DATA;
                        bit_counter <= 7;
                        state <= RECEIVE_BYTE;
                    end
                end
                READ_BLOCK_CRC: begin
                    bit_counter <= 7;
                    return_state <= IDLE;
                    state <= RECEIVE_BYTE;
                end
                SEND_CMD: begin
                    if (sclk_sig == 1) begin
                        if (bit_counter == 0) begin
                            state <= RECEIVE_BYTE_WAIT;
                        end
                        else begin
                            bit_counter <= bit_counter - 1;
                            cmd_out <= {cmd_out[54:0], 1'b1};
                        end
                    end
                    sclk_sig <= ~sclk_sig;
                end
                RECEIVE_BYTE_WAIT: begin
                    if (sclk_sig == 1) begin
                        if (miso == 0) begin
                            recv_data <= 0;
                            case (response_type)
                                1: bit_counter <= 6;
                                7: bit_counter <= 38;
                                default: bit_counter <= 6;
                            endcase
                            state <= RECEIVE_BYTE;
                        end
                    end
                    sclk_sig <= ~sclk_sig;
                end
                RECEIVE_BYTE: begin
                    byte_available <= 0;
                    if (sclk_sig == 1) begin
                        recv_data <= {recv_data[6:0], miso};
                        if (bit_counter == 0) begin
                            state <= return_state;
                        end
                        else begin
                            bit_counter <= bit_counter - 1;
                        end
                    end
                    sclk_sig <= ~sclk_sig;
                end
                WRITE_BLOCK_CMD: begin
                    cmd_out <= {16'hFF_58, address, 8'hFF};
                    bit_counter <= 55;
                    return_state <= WRITE_BLOCK_INIT;
                    response_type <= 1;
                    state <= SEND_CMD;
                    ready_for_next_byte <= 1;
                end
                WRITE_BLOCK_INIT: begin
                    cmd_mode <= 0;
                    byte_counter <= WRITE_DATA_SIZE; 
                    state <= WRITE_BLOCK_DATA;
                    ready_for_next_byte <= 0;
                end
                WRITE_BLOCK_DATA: begin
                    if (byte_counter == 0) begin
                        state <= RECEIVE_BYTE_WAIT;
                        return_state <= WRITE_BLOCK_WAIT;
                    end
                    else begin
                        if ((byte_counter == 2) || (byte_counter == 1)) begin
                            data_sig <= 8'hFF;
                        end
                        else if (byte_counter == WRITE_DATA_SIZE) begin
                            data_sig <= 8'hFE;
                        end
                        else begin
                            data_sig <= din;
                            ready_for_next_byte <= 1;
                        end
                        bit_counter <= 7;
                        state <= WRITE_BLOCK_BYTE;
                        byte_counter <= byte_counter - 1;
                    end
                end
                WRITE_BLOCK_BYTE: begin
                    if (sclk_sig == 1) begin
                        if (bit_counter == 0) begin
                            state <= WRITE_BLOCK_DATA;
                            ready_for_next_byte <= 0;
                        end
                        else begin
                            data_sig <= {data_sig[6:0], 1'b1};
                            bit_counter <= bit_counter - 1;
                        end;
                    end;
                    sclk_sig <= ~sclk_sig;
                end
                WRITE_BLOCK_WAIT: begin
                    if (sclk_sig == 1) begin
                        if (miso == 1) begin
                            state <= IDLE;
                            cmd_mode <= 1;
                        end
                    end
                    sclk_sig <= ~sclk_sig;
                end
            endcase
            end
        end
    end
    assign sclk = sclk_sig;
    assign mosi = cmd_mode ? cmd_out[55] : data_sig[7];
    assign ready = (state == IDLE);
endmodule
`timescale 1ns / 1ps
`default_nettype none
module sdcard #(
    parameter bit Simulate = 0,
    parameter int unsigned ClockDivider = 4,
    parameter int unsigned SectorToSDCardAddressShiftLeft = 0
) (
    input wire clk,
    input wire rst_n,
    input wire [2:0] command,
    input wire [31:0] sector,
    output logic [7:0] data_out,
    input wire [7:0] data_in,
    output logic busy,
    output logic [31:0] status,
    output logic sd_cs_n,
    output logic sd_clk,
    output logic sd_mosi,
    input  wire  sd_miso
);
  logic [7:0] buffer[512];
  logic [8:0] buffer_index;
  logic rd;
  logic wr;
  wire [7:0] dout;
  wire [7:0] recv_data;   
  logic [7:0] din;
  logic [31:0] address;
  wire byte_available;
  wire ready_for_next_byte;
  wire ready;
  logic waiting_ready_for_next_byte;
  typedef enum {
    Init,
    Idle,
    PreReadSector,
    ReadSector,
    PreWriteSector,
    WriteSector
  } state_e;
  state_e state;
  assign data_out = buffer[buffer_index];
  assign busy = state != Idle;
  wire [4:0] status_in;
  assign status = {27'b0, status_in};
  always_ff @(posedge clk) begin
    if (!rst_n) begin
      rd <= 0;
      wr <= 0;
      din <= 0;
      buffer_index <= 0;
      state <= Init;
    end else begin
      unique case (state)
        Init: begin
          if (ready) begin
            state <= Idle;
          end
        end
        Idle: begin
          case (command)
            1: begin   
              rd <= 1;
              address <= sector << SectorToSDCardAddressShiftLeft;
              state <= PreReadSector;
            end
            2: begin   
              buffer_index <= buffer_index + 1'b1;
            end
            3: begin   
              buffer[buffer_index] <= data_in;
              buffer_index <= buffer_index + 1'b1;
            end
            4: begin   
              wr <= 1;
              waiting_ready_for_next_byte <= 1;
              address <= sector << SectorToSDCardAddressShiftLeft;
              state <= PreWriteSector;
            end
            default: begin
            end
          endcase
        end
        PreReadSector: begin
          rd <= 0;
          state <= ReadSector;
        end
        ReadSector: begin
          if (byte_available) begin
            buffer[buffer_index] <= dout;
            buffer_index <= buffer_index + 1'b1;
          end
          if (ready) begin
            state <= Idle;
          end
        end
        PreWriteSector: begin
          wr <= 0;
          state <= WriteSector;
        end
        WriteSector: begin
          if (ready_for_next_byte && waiting_ready_for_next_byte) begin
            din <= buffer[buffer_index];
            buffer_index <= buffer_index + 1'b1;
            waiting_ready_for_next_byte <= 0;
          end
          if (!ready_for_next_byte && !waiting_ready_for_next_byte) begin
            waiting_ready_for_next_byte <= 1;
          end
          if (ready) begin
            state <= Idle;
          end
        end
      endcase
    end
  end
  logic [ClockDivider == 0 ? 0 : ClockDivider-1:0] counter;
  wire clk_pulse_slow = (counter == 0);
  always_ff @(posedge clk) begin
    if (!rst_n) begin
      counter <= 0;
    end else begin
      if (ClockDivider != 0) begin
        counter <= counter + 1'b1;
      end
    end
  end
  sd_controller sd_controller (
      .clk,   
      .clk_pulse_slow,
      .cs  (sd_cs_n),   
      .mosi(sd_mosi),   
      .miso(sd_miso),   
      .sclk(sd_clk),    
      .rd,   
      .dout,   
      .byte_available,   
      .wr,   
      .din,   
      .ready_for_next_byte,   
      .reset (!rst_n),     
      .ready,   
      .address,   
      .status(status_in),  
      .recv_data
  );
endmodule
`default_nettype wire
```
**flow/config.mk**
```make
export PLATFORM = sky130hd
export DESIGN_NAME = sdcard
export DESIGN_NICKNAME = sdcard
export VERILOG_FILES = /design/flow/design.v
export SDC_FILE = /design/flow/constraint.sdc
export NUM_CORES = 4
export LEC_CHECK = 1
export CORE_UTILIZATION = 40
```
==> Slide: Implementation Results <==
Key Metrics from the Run

Yosys
  • Mean post-synth cell area: around 19 sq um
  • Ys cells: slightly below 9000
  • Dominant flop cell: edfxtp_1
  • Syn Inst Count: ~9000
  • Asr flop ratio synth: 0
  • Unique cell types: ~93
  • Synth Seq Share: 0.753
  • YS chip area: around 170000 sq um
  • Post-Syn Area: 170000 sq um
  • Post-synth EDFFs: ~4200
  • Synthesis Warnings: 2
  • Post-synth regs: 4312

Critical path
  • Nature of the critical path endpoint: output port
  • Critical Path Fanout Max: ~70
  • Critical path class: flip-flop to output port
  • WP data arrival: 7.70 ns
  • Critical path required time: slightly below 90 ns
  • Critical Path Start Type: flip-flop

Clock network
  • H-tree levels: 5
  • Clk Latency, worst-skew pair: between 0.9 and 1 ns
  • CTS clk-pin slew, worst paths: roughly 0.060 ns
  • CTS sink cnt: 4312
  • Clock root buffer master: clkbuf_16
  • Inserted Clock Buffers: approximately 430
  • CTS Hold Buffers Added: 0
  • Max clock buf depth: 4
  • CTS tree: yes
  • CTS resizes: 0
  • Number of post-CTS setup repair buffers: 0

Cells and area
  • Most numerous logic cells after layout: edfxtp_1, mux4_2, nor2_1
  • Non-Filler Instances: approximately 15000
  • Register area: 128000 sq um
  • Area growth, synth to finish: 12.4%
  • Fin area: approximately 190000 sq um
  • Footprint of the multi-input gates: roughly 39000 sq um
  • Filler cell count in the final layout: between 30000 and 40000
  • Most used logic cell in the final layout: edfxtp_1
  • Layout cells sized above 1: 0.200

Route
  • Routed WL: between 400000 and 500000 um
  • Via count: between 80000 and 90000
  • DRT antenna net count: 0
  • # DRC: 0
  • Drt via density: 5.76
  • DR WL/cell: 29.6 um
  • Drt first pass iters: 25
  • Starting DRT DRC Count: 6085

Die
  • Fp_density: 0.402
  • Die X: between 600 and 700 um
  • Io pins: 90
  • Die Y: between 600 and 700 um
  • Die area: ~430000 sq um
  • Number of placement rows: roughly 240
  • Core area: between 400000 and 500000 sq um

Global route
  • Remaining Overflow, GRT: 0
  • Initial antenna violation count: 10
  • Vias in the first global route: between 90000 and 100k
  • Largest net degree at the start of global routing: 105
  • First-pass GRT wire length: 652000 um
  • Overall routing resource usage: 0.232

Power
  • Tot Pwr: 0.00329 W
  • Switching fraction of total power: 0.197
  • Net Switching: ~0.00065 W
  • Leak Pwr: ~57 nW
  • Sequential power share: 0.553
  • Pwr Density: 17.2 nW/um^2
  • Comb power frac: 0.011
  • Proportion of power drawn by the clock network: 0.436
  • Cell Int Power: 0.00264 W
  • Maximum VDD drop: about 0.014 mV

Placement
  • Placed Area: 178000 sq um
  • Dpl hpwl: ~280000 um
  • # placed instances: approximately 14000
  • Placer Congestion: 0.934
  • Place WS: between 80 and 90 ns
  • # port buffers: ~62

STA
  • Final Cycle Share: 0.271
  • Max Fclk: ~34 MHz
  • Final Hold Fails: 0
  • Final Max Slew Viols: 0
  • Setup TNS: 0 ns
  • Final setup viols: 0
  • Setup Skew: roughly 0.055 ns
  • Post-route worst setup slack: a little under 80 ns
  • Slew HR: 0.167
  • Slew @ Worst Pin: between 1 and 1.5 ns
  • Fin crit period: about 30 ns
  • RSZ-0062 raised after global routing: false

Flow run
  • Max_cap viols: 0
  • OpenROAD warning count: ~43

Hold path
  • Hold Crit Class: flip-flop to flip-flop

Status
  • Status: complete, no violations
path summary, 6_finish.rpt:
check	slack, ns	from	endpoint	depth (start not counted)
max	79.34	flip-flop	data_out[3]	12
min	0.41	sd_controller.recv_data[7]$_SDFFCE_PP0P_	sd_controller.dout[7]$_DFFE_PP_	0
max reg2reg	102.20	flip-flop	din[3]$_SDFFE_PN0P_	12
min reg2reg	0.41	sd_controller.recv_data[7]$_SDFFCE_PP0P_	sd_controller.dout[7]$_DFFE_PP_	0
stage by stage:
stage | utilization | hold WS, ns
floorplan | - | 0.400
detailed placement | 0.419 | 0.407
global placement | 0.419 | 0.405
CTS | 0.451 | 0.417
global route | 0.451 | 0.432
finish | 0.451 | 0.413
state kept, by name, summed over array words and instances (netlist names), 6 cells and up, named ones only:
name and flops:
buffer 4096, sd_controller.data_sig 8, sd_controller.recv_data 8, sd_controller.cmd_out 55
sd_controller.boot_counter 27, sd_controller.dout 8, sd_controller.bit_counter 10, buffer_index 9
din 8, address 32, sd_controller.byte_counter 10, state 6
cells by family (layout without fill, tap and decap cells):
family,count (synthesis),count (layout),synth area share
mux,1269,1269,0.137
compound gates,1105,1105,0.0458
buf+inv,620,1214,0.0209
flops,4312,4312,0.753
xor+xnor,54,54,0.00278
simple gates,1500,1500,0.0398
other cells,1,42,0.0000220
fa+ha+maj,14,14,0.00103
power groups by stage:
stage         Combinational [W]  Clock (W)  Sequential (W)
finish                0.0000348    0.00144         0.00182
global route          0.0000384    0.00152         0.00182
CTS                   0.0000353    0.00146         0.00182
layer usage:
layer,up-vias,global-route usage,routed length (um)
met5,-,0.0205,1020
met4,24,0.0607,14900
met3,773,0.189,82900
met2,5578,0.336,209000
met1,43972,0.267,142000
li1,37042,-,-
cell usage after synthesis, types with 40 or more instances:
| cell type | n | share of area |
|---|---|---|
| o22ai_1 | 125 | 0.0046 |
| clkbuf_1 | 265 | 0.0058 |
| nor2_1 | 745 | 0.016 |
| o21ai_0 | 90 | 0.0026 |
| buf_6 | 67 | 0.0044 |
| a211oi_1 | 75 | 0.0033 |
| mux2_2 | 50 | 0.0033 |
| nor3_1 | 169 | 0.0050 |
| o221ai_1 | 99 | 0.0051 |
| nand2_1 | 280 | 0.0062 |
| a21oi_1 | 213 | 0.0063 |
| o211ai_1 | 40 | 0.0018 |
| edfxtp_1 | 4177 | 0.74 |
| nand3_1 | 53 | 0.0016 |
| mux4_2 | 835 | 0.11 |
| buf_2 | 110 | 0.0032 |
| a22oi_1 | 148 | 0.0065 |
| a221oi_1 | 80 | 0.0041 |
| buf_4 | 95 | 0.0042 |
| dfxtp_1 | 135 | 0.016 |
| mux2i_1 | 382 | 0.022 |
final cells by class:
cell class / count / share of cell area
tap: 5663 / 0.0370
inverter: 33 / 0.000661
clock inverter: 238 / 0.0119
multi-input combinational: 3969 / 0.204
sequential: 4312 / 0.670
antenna: 15 / 0.000196
timing repair buffer: 394 / 0.0170
clock buffer: 549 / 0.0591
worst max-delay path, stage by stage, from the launching register on:
cell and delay, ns:
dfxtp_4 0.81, buf_12 0.54, buf_4 0.59, buf_4 0.49, buf_4 0.63, buf_4 0.72, mux4_2 0.61, a22oi_1 0.27
a21oi_1 0.13, a211oi_1 0.54, a31oi_1 0.29, a22o_1 0.47, clkdlybuf4s50_1 0.49
Power is estimated from default activity; no workload was simulated.
