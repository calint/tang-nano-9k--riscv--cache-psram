===== /design/flow/design.v =====
package configuration;
  parameter int unsigned CLOCK_FREQUENCY_HZ = 27000000;
  parameter int unsigned CPU_FREQUENCY_HZ = 30000000;
  parameter int unsigned RAM_ADDRESS_BITWIDTH = 21;
  parameter int unsigned RAM_ADDRESSING_MODE = 2;
  parameter int unsigned CACHE_COLUMN_INDEX_BITWIDTH = 3;
  parameter int unsigned CACHE_LINE_INDEX_BITWIDTH = 7;
  parameter int unsigned UART_BAUD_RATE = 115200;
  parameter int unsigned FLASH_TRANSFER_FROM_ADDRESS = 32'h00000000;
  parameter int unsigned FLASH_TRANSFER_BYTE_COUNT = 32'h00200000;
  parameter int unsigned STARTUP_WAIT_CYCLES = 1000000;
endpackage
parameter Memory_Clock = 60;
parameter PSRAM_WIDTH = 8;
parameter DQ_WIDTH = 16;
parameter ADDR_WIDTH = 21;
parameter Burst_Length  = "16_Bytes";
parameter burst_num = 4;
parameter Fixed_Latency_Enable = "Fixed";
parameter Initial_Latency = 6;
parameter Drive_Strength = 50;
parameter Deep_Power_Down = "OFF";
parameter Hybrid_Sleep_Mode = "OFF";
parameter Refresh_Rate = "normal";
parameter PASR = "full";
parameter shift_delay = 0;
`timescale 1ns / 1ps
`default_nettype none
module uartrx #(
    parameter int unsigned ClockFrequencyHz = 66_000_000,
    parameter int unsigned BaudRate = 9600
) (
    input wire rst_n,
    input wire clk,
    input wire rx,
    input wire go,
    output logic [7:0] data,
    output logic data_ready
);
  localparam int unsigned BIT_TIME = ClockFrequencyHz / BaudRate;
  typedef enum {
    Idle,
    StartBit,
    DataBits,
    StopBit,
    WaitForGoLow
  } state_e;
  state_e state;
  logic [3:0] bit_count;   
  logic [(BIT_TIME == 1 ? 1 : $clog2(BIT_TIME))-1:0] bit_counter;
  always_ff @(posedge clk) begin
    if (!rst_n) begin
      state <= Idle;
      data <= 0;
      data_ready <= 0;
      bit_count <= 0;
      bit_counter <= 0;
    end else begin
      unique case (state)
        Idle: begin
          if (go && !rx) begin   
            bit_counter <= BIT_TIME == 1 ? 0 : (BIT_TIME / 2 - 1);
            state <= BIT_TIME == 1 ? DataBits : StartBit;
          end
        end
        StartBit: begin
          bit_counter <= bit_counter - 1'b1;
          if (bit_counter == 0) begin
            bit_counter <= BIT_TIME - 1;
            bit_count <= 0;
            state <= DataBits;
          end
        end
        DataBits: begin
          bit_counter <= bit_counter - 1'b1;
          if (bit_counter == 0) begin
            data[bit_count] <= rx;
            bit_counter <= BIT_TIME - 1;
            bit_count <= bit_count + 1'b1;
            if (bit_count == 7) begin
              bit_count <= 0;
              state <= StopBit;
            end
          end
        end
        StopBit: begin
          bit_counter <= bit_counter - 1'b1;
          if (bit_counter == 0) begin
            data_ready <= 1;
            state <= WaitForGoLow;
          end
        end
        WaitForGoLow: begin
          if (!go) begin
            data_ready <= 0;
            state <= Idle;
          end
        end
        default: ;
      endcase
    end
  end
endmodule
`default_nettype wire

===== /design/flow/run.sh =====
#!/bin/bash
# OpenROAD 26Q1-2900-gdf79404cd8, Yosys 0.63+post, stock flow scripts
make -C /OpenROAD-flow-scripts/flow DESIGN_CONFIG=/design/flow/config.mk WORK_HOME=/design/flow/orfs finish

===== /design/flow/config.mk =====
export PLATFORM = sky130hd
export DESIGN_NAME = uartrx
export DESIGN_NICKNAME = uartrx
export VERILOG_FILES = /design/flow/design.v
export SDC_FILE = /design/flow/constraint.sdc
export NUM_CORES = 4
export LEC_CHECK = 1
export CORE_AREA = 10 10 114 114
export DIE_AREA = 0 0 124 124

===== /design/flow/constraint.sdc =====
current_design uartrx

set clk_period 6.7
set clk_io_pct 0.2

create_clock -name clk0 -period $clk_period [get_ports {clk}]

set non_clock_inputs [all_inputs -no_clocks]
set_input_delay [expr $clk_period * $clk_io_pct] -clock clk0 $non_clock_inputs
set_output_delay [expr $clk_period * $clk_io_pct] -clock clk0 [all_outputs]

==> qor.tcl <==
set qor(post_cts_resize_count) 0
set qor(post-cts-setup-buffers) 0
set qor(synthCells) 227
set qor(synthArstFlopShare_pct) 0
set qor(postSynthAreaPerCell_um2) 8.24
set qor(die_w_um) 124
set qor(crit_path_max_fanout) 7
set qor(power_switching_share_pct) 31.8
set qor(grt_max_degree) 28
set qor(fin_ws_ns) 3.85
set qor(dr.pass1.iters) 4
set qor(finalHoldViolations) 0
set qor(ys.flop_type) {dfxtp_1}
set qor(gp_congestion) 0.822
set qor(layout-area-overhead-vs-synth_pct) 17.5
set qor(synthTopCellsByArea) {dfxtp_1, nand2_1, ha_1}
set qor(chipArea_um2) 15400
set qor(timing_worst_setup_path_type) {in2reg}
set qor(outcome) {completed}
set qor(max_clock_freq_mhz) 350
set qor(top_cells_by_count_synth) {dfxtp_1, nand2_1, o21ai_0}
set qor(worstMarginPinSlew_ns) 1.01
set qor(yosysWarningCount) 1
set qor(hpwl_after_dpl_mm) 3.22
set qor(clkLatencyLatePin_ns) 0.28
set qor(routed_wirelength_mm) 4.66
set qor(met2_wirelength_mm) 1.87
set qor(class_of_the_tightest_hold_or_removal_check) {reg2reg}
set qor(first_global_vias) 1568
set qor(layout-drive-gt1-share_pct) 8.19
set qor(yosys_top_cell_by_area) {dfxtp_1}
set qor(netlist_area_um2) 1870
set qor(met1Wirelength_mm) 2.44
set qor(maxCapViolations) 0
set qor(timing.final.max_slew_violations) 0
set qor(edf_count) 0
set qor(multi_input_comb_area_um2) 1150
set qor(drc) 0
set qor(layout_min_cycle_time_ns) 2.85
set qor(power_switching_mw) 0.152
set qor(design.portCount) 13
set qor(met3WireLength_um) 249
set qor(yosysMostFrequentCell) {dfxtp_1}
set qor(synthDistinctLibCells) 50
set qor(worstSetupStartpointType) {input port}
set qor(initial_antenna_violation_count) 0
set qor(share_clk_of_total_power_pct) 34.3
set qor(port_buffers) 12
set qor(numCtsBuffers) 5
set qor(comb_power_share_pct) 22.7
set qor(floorplanUtilization_pct) 18.0
set qor(ant_nets) 0
set qor(highest-signal-layer) {met4}
set qor(unrepaired_setup_endpoints_after_global_routing) {false}
set qor(worstPathCellList) {clkdlybuf4s50_1 -> nand2b_1 -> mux2i_1 -> o21ai_0 -> a32o_1}
set qor(yosys_area_um2) 1870
set qor(endpoint_kind) {flop}
set qor(final_min_period_over_clock_period_pct) 42.6
set qor(worst_clock_skew_ns) 0.00835
set qor(vdd_drop_max_uv) 65.1
set qor(grt_first_pass_wirelength_mm) 8.01
set qor(synth-cells-yosys) 227
set qor(fillers) 1136
set qor(p_seq_share_pct) 43.0
set qor(finalSetupViolCount) 0
set qor(placeable_core_area_um2) 10400
set qor(path_clk_slew_ns) 0.07
set qor(clock-sinks) 31
set qor(numSynthFlops) 31
set qor(final-seq-area_um2) 621
set qor(netlist.area_leader.share_pct) 33.2
set qor(ys_seq_share_pct) 33.2
set qor(crit_path_top_delay_cell) {mux2i_1}
set qor(grt.total_usage_pct) 6.26
set qor(clock_tree_from_tritoncts) {built}
set qor(count_of_inserted_antenna_diode_cells) 0
set qor(warning_count) 30
set qor(max-clock-path-buffers) 2
set qor(clk_root_buf) {clkbuf_8}
set qor(grt_overflow) 0
set qor(max_slew_margin_pct) 32.3
set qor(fin_util_pct) 21.1
set qor(via_count) 1733
set qor(dieHeight_um) 124
set qor(worstPathRequired_ns) 6.88
set qor(worstPathArrival_ns) 3.03
set qor(detailedRoute.firstIterationViolations) 188
set qor(static-leakage-power_nw) 0.764
set qor(cts-htree-levels) 2
set qor(crit_path_max_incr_delay_ns) 0.51
set qor(avgViaCountPerCell) 4.71
set qor(cts_hold_buf) 0
set qor(totalNegativeSetupSlack_ns) 0
set qor(wl_per_cell_um) 12.7
set qor(place_worst_setup_slack_ns) 3.58
set qor(power.density_cell_area_nw_per_um2) 218
set qor(internal-power_mw) 0.327
set qor(floorplan.rows) 37
## area by class of cell
type,count,share of cell area [%]
inverters,7,1.20
well taps,136,7.74
flip-flops and latches,31,28.2
multi-input cells,173,52.5
repair buffers,13,5.81
clock buffers,8,4.55
## logic make-up (layout without fill, tap and decap cells)
family | Yosys count | in the layout | synth area share [%]
AND/OR/NAND/NOR | 99 | 99 | 31.8
AND-OR/OR-AND | 62 | 62 | 22.7
flip-flops | 31 | 31 | 33.2
buffers and inverters | 23 | 28 | 5.15
adder cells (fa/ha/maj) | 7 | 7 | 4.68
XOR/XNOR | 3 | 3 | 1.40
multiplexers | 2 | 2 | 1.07
## per-stage QoR
stage | power (mW) | hold WS [ns] | instances | area (µm²)
5_1_grt | 0.507 | 0.495 | 368 | 2200
4_1_cts | 0.482 | 0.475 | 368 | 2200
3_5_place_dp | 0.316 | 0.465 | 360 | 2100
3_3_place_gp | 0.316 | 0.466 | 360 | 2100
2_1_floorplan | 0.294 | 0.432 | 227 | 1870
6_report | 0.479 | 0.470 | 368 | 2200
## cells in the final DEF, fill, tap and decap left out, types with 3 or more instances in the layout
cell type,synthesis,final
o221a_2,4,4
o21a_1,4,4
a32o_1,3,3
nor3b_1,3,3
ha_1,7,7
clkbuf_8,0,7
nand4_1,10,10
nor4b_1,3,3
nand3_1,6,6
nor2_1,10,10
nand2b_1,3,3
inv_1,7,7
nor3_1,5,5
dfxtp_1,31,31
a21oi_1,13,13
and4_1,7,7
a31oi_1,5,5
nor4_1,7,7
clkdlybuf4s50_1,0,12
o21ai_0,16,16
nand2_1,24,24
o31ai_1,3,3
or3_1,4,4
or4_1,4,4
## state kept, by name, summed over array words and instances, names as in the netlist
| name | count |
|---|---|
| data | 8 |
| bit_counter | 13 |
| state | 5 |
| bit_count | 4 |
| data_ready | 1 |
## critical path, delay by kind of cell
| kind | cells | cell delay [ns] |
|---|---|---|
| multiplexers | 1 | 0.51 |
| AND/OR/NAND/NOR | 1 | 0.21 |
| AND-OR/OR-AND | 2 | 0.49 |
| buffers and inverters | 1 | 0.47 |
## power groups by stage
stage | Clock, mW | Sequential [mW] | Combinational, mW
final | 0.165 | 0.206 | 0.109
after global routing | 0.177 | 0.208 | 0.123
after CTS | 0.170 | 0.206 | 0.107
## worst paths after layout
check,startpoint,end,slack (ns),depth (start not counted)
worst max-delay path,rx,bit_counter[9]$_SDFFE_PN0P_,3.85,5
worst min-delay path,data[7]$_SDFFE_PN0P_,data[7]$_SDFFE_PN0P_,0.47,2
worst min register to register,data[7]$_SDFFE_PN0P_,data[7]$_SDFFE_PN0P_,0.47,2
worst max register to register,bit_counter[0]$_SDFFE_PN0P_,bit_counter[10]$_SDFFE_PN0P_,4.17,6
## per-layer routing
layer	global-route usage [%]	vias up
li1	-	872
met1	9.42	814
met2	8.87	40
met3	1.65	7
met4	1.08	0
met5	0	-
Power is estimated from default activity; no workload was simulated.
